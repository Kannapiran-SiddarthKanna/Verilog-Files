[run.sh]
#!/bin/bash
# OpenROAD 26Q1-2900-gdf79404cd8, Yosys 0.63+post, stock flow scripts
make -C /OpenROAD-flow-scripts/flow DESIGN_CONFIG=/design/flow/config.mk WORK_HOME=/design/flow/orfs finish
[config.mk]
export PLATFORM = sky130hd
export DESIGN_NAME = rf
export DESIGN_NICKNAME = rf
export VERILOG_FILES = /design/flow/design.v
export SDC_FILE = /design/flow/constraint.sdc
export NUM_CORES = 4
export LEC_CHECK = 1
export CORE_UTILIZATION = 50
[constraint.sdc]
current_design rf

set clk_period 5.7
set clk_io_pct 0.2

create_clock -name clk0 -period $clk_period [get_ports {clk}]

set non_clock_inputs [all_inputs -no_clocks]
set_input_delay [expr $clk_period * $clk_io_pct] -clock clk0 $non_clock_inputs
set_output_delay [expr $clk_period * $clk_io_pct] -clock clk0 [all_outputs]
[design.v]
module rf(RD1,RD2, RN1,RN2, WN,WD, clk, W);
parameter DEBUG = 0;
input clk, W;
input [4:0] RN1, RN2, WN;
input [31:0] WD;
output [31:0] RD1, RD2;
reg [31:0] RD1, RD2;
reg [31:0] arr [1:31];
always @(RN1 or arr[RN1])
	if (RN1 == 0)
		RD1 = 0;
	else
	begin
		RD1 = arr[RN1];
		if (DEBUG != 0) $display("RF: read %0dd from reg#%0d", RD1, RN1);
	end
always @(RN2 or arr[RN2])
	if (RN2 == 0)
		RD2 = 0;
	else
	begin
		RD2 = arr[RN2];
		if (DEBUG != 0) $display("RF: read %0dd from reg#%0d", RD2, RN2);
	end
always @(posedge clk) 
	if (W == 1 && WN != 0)
	begin
		arr[WN] = WD;
		if (DEBUG != 0) $display("RF: wrote %0dd to reg#%0d", WD, WN);
	end
endmodule
==> impl_metrics.tcl <==
# yosys + openroad results
set metrics [dict create \
    outcome "finished clean" \
    slowest_stage "nor2_4" \
    hold_path_depth 2 \
    fin_setup_tns_ps 0 \
    start_kind "primary input" \
    mux_area_share_pct 24.6 \
    fa_ha_area_share_pct 0 \
    numCtsBuffers 108 \
    top_logic_kind "multiplexers" \
    top_area_cell "edfxtp_1" \
    vias 27500 \
    ys_ff 992 \
    drv_cap 0 \
    syn_avg_cell_area_um2 17.9 \
    htree_levels 3 \
    hold_class "primary input to flip-flop" \
    edf_count 992 \
    ff_type "edfxtp_1" \
    grt_max_degree 58 \
    finalCritPeriodShare_pct 89.8 \
    final_cell_mix "edfxtp_1 (992), mux4_2 (339), mux2i_1 (316), buf_4 (171), clkbuf_16 (113)" \
    fmax_mhz 195 \
    ys_chip_area_um2 46500 \
    first_global_vias 30400 \
    synthArstFlopShare_pct 0 \
    drt_pass1_iterations 5 \
    synth_seq_share_pct 64.1 \
    wl_per_cell_um 34.8 \
    dpl.hpwl_mm 86.8 \
    clockRootBuffer "clkbuf_16" \
    routed_wl_mm 144 \
    crit_path_cell_trace "buf_4, nor2_4, buf_4, buf_4, a22oi_1, nand3_1, nand4_1, clkdlybuf4s50_1" \
    post_cts_buffers 0 \
    max_stage_delay_ps 730 \
    drt_iter0_drc 2016 \
    leakage_nw 17.9 \
    die_w_um 307 \
    comb_area_um2 15900 \
    routabilityCongestion 0.889 \
    p_per_area_nw_per_um2 307 \
    setup_viol 0 \
    synthTopCellsByArea "edfxtp_1 (64%), mux4_2 (16%), mux2i_1 (6.8%)" \
    dp_cells 3946 \
    crit_type "primary input to output pin" \
    syn_area_um2 46500 \
    cts_tree "built" \
    synth_cell_types 38 \
    fin_crit_ps 5120 \
    antenna_found_initial 3 \
    worst_pin_slew_ps 980 \
    core_area_um2 91900 \
    ir_drop_mv 0.250 \
    holdPathEnd "arr[20][4]" \
    fill_cells 6708 \
    floorplan.core_util_pct 50.6 \
    simple_gate_share_pct 3.85 \
    ant_nets 0 \
    overflow 0 \
    syn-instance-count 2601 \
    cp_common_cell "buf_4" \
    largest_register_ffs 992 \
    clk_pin_slew_worst_paths_ps 60 \
    drc 0 \
    xor_area_share_pct 0 \
    relSlewSlack_pct 34.5 \
    fin_cells 4144 \
    hp-start "WD[4]" \
    lay_top_count "edfxtp_1" \
    warnings 25 \
    arrival_ps 3980 \
    critPathRequiredTime_ps 4560 \
    fp-row-count 111 \
    cp_max_fo 22 \
    die_h_um 307 \
    final_core_util_pct 58.3 \
    numPortBuffers 112 \
    area_growth_pct 15.2 \
    layout-drive-gt1-share_pct 26.4 \
    ys_cells 2601 \
    holdBufCountCts 0 \
    grt_use_total_pct 35.1 \
    postCtsResizedCells 0 \
    hold_viol 0 \
    clkSinkCount 992 \
    ys_warn_count 1 \
    final-seq-area_um2 29800 \
    ios 113 \
    top_cell_area_share_pct 64.1 \
    clock_path_buffers 3 \
    drv_slew 0 \
    grt_pass1_wl_mm 208 \
    viasPerCell 6.63 \
    rsz0062_at_grt "false" \
    chip_area_um2 94200 \
    cp-end-kind "output pin" \
    synthAoiAreaFrac_pct 5.17 \
]
## metrics by stage
stage / area (um^2) / hold WS (ps) / power (mW) / worst slack (ps)
5_1_grt: 53600 / 1280 / 16.9 / 498
6_report: 53600 / 1280 / 16.5 / 580
3_5_place_dp: 50200 / 1970 / 9.83 / 650
3_3_place_gp: 50200 / 1960 / 9.81 / 644
4_1_cts: 53600 / 1250 / 16.6 / 637
2_1_floorplan: 46500 / 1240 / 9.12 / 1870
## worst max-delay path: cells and delay by family
| family | cells | cell delay [ps] |
|---|---|---|
| AOI/OAI and AO/OA | 1 | 120 |
| and+or+nand+nor | 3 | 1080 |
| buffers and inverters | 4 | 1560 |
## cell type report
type	count	share of cell area (%)
clock inverter	56	0.895
antenna	1	0.00467
tap	1243	2.90
clock buffer	141	5.47
multi-input combinational	1404	29.7
inverter	1	0.00701
sequential	992	55.6
timing repair buffer	306	5.41
## Yosys cell counts, types with 15 or more instances
cell      instances
edfxtp_1        992
mux4_2          339
mux2i_1         316
nor2_1          115
a22oi_1          92
nand2_1          89
clkbuf_1         85
a21oi_1          68
buf_2            58
nand3_1          52
a22o_1           45
nor2b_1          36
and2_1           34
mux2_2           34
a211o_1          31
a311o_1          31
buf_4            31
a211oi_1         18
nand4_1          18
o21ai_1          18
buf_6            15
## routing by layer
layer / vias up / global-route usage (%) / share of wire [%] / wire length [um]
li1: 11300 / - / - / -
met1: 13800 / 45.8 / 32 / 46000
met2: 2051 / 49.4 / 46 / 66900
met3: 337 / 25.5 / 18 / 25400
met4: 8 / 10.6 / 4.0 / 5770
met5: - / 1.45 / 0.085 / 123
## power by group
| group | switching [mW] | internal, mW | leakage (nW) | total (mW) |
|---|---|---|---|---|
| registers | 0.0352 | 8.12 | 8.94 | 8.15 |
| logic | 0.858 | 0.671 | 7.25 | 1.53 |
| clock network | 2.78 | 3.99 | 1.67 | 6.77 |
## worst max path at each step
stage / from / endpoint / slack, ps
global route: RN1[1] / RD1[11] / 500
CTS: RN1[1] / RD1[16] / 640
finish: RN1[1] / RD1[11] / 580
## cells by family (layout without fill, tap and decap cells)
kind of cell	Yosys count	count (layout)
AND/OR/NAND/NOR	374	374
buffers and inverters	205	504
flip-flops	992	992
multiplexers	698	698
other	0	1
AND-OR/OR-AND	332	332
Power figures rest on the tool's default switching activity, not on a simulated workload.
